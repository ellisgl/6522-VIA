### ./config.mk
export PLATFORM = sky130hd
export DESIGN_NAME = VIA
export DESIGN_NICKNAME = VIA
export VERILOG_FILES = /design/flow/design.v
export SDC_FILE = /design/flow/constraint.sdc
export NUM_CORES = 4
export LEC_CHECK = 1
export CORE_UTILIZATION = 30
### ./design.v
`timescale 1ns / 1ps
`default_nettype none
module VIA (
    input            phi2,      
    input            rst_n,     
    input            cs1,       
    input            cs2_n,         
    input            rw,        
    input      [3:0] rs,        
    input      [7:0] data_in,   
    output reg [7:0] data_out, 
    inout      [7:0] port_a,
    inout      [7:0] port_b,
    input            ca1,
    input            cb1_in,
    input            ca2_in,
    input            cb2_in,
    output           cb1_out,
    output           ca2_out,
    output           cb2_out,
    output           irq_n          
);
    reg  [7:0] ora;
    reg  [7:0] orb;
    reg  [7:0] ddra;
    reg  [7:0] ddrb;
    reg  [7:0] acr;
    reg  [7:0] pcr;
    reg  [7:0] ifr;
    reg  [7:0] ier;
    reg [15:0] t1_c;
    reg [15:0] t1_l;
    reg [15:0] t2_c;
    reg  [7:0] t2_l;
    reg  [7:0] sr;   
    reg        t1_pb7;  
    reg ca1_r, cb1_r, ca2_r, cb2_r;
    reg set_t1_ifr, clr_t1_ifr;
    reg set_t2_ifr, clr_t2_ifr;
    reg set_ca1_ifr, set_ca2_ifr, clr_ca_ifr;
    reg set_cb1_ifr, set_cb2_ifr, clr_cb_ifr;
    reg ca2_pulse, cb2_pulse;
    wire chip_sel = cs1 && !cs2_n;
    generate
        genvar i;
        for (i = 0; i < 8; i = i + 1) begin : port_io
            assign port_a[i] = ddra[i] ? ora[i] : 1'bz;
            assign port_b[i] = (i == 7 && acr[7]) ? t1_pb7 : 
                               (ddrb[i] ? orb[i] : 1'bz);
        end
    endgenerate
    always @(posedge phi2 or negedge rst_n) begin
        if (!rst_n) begin
            t1_c <= 16'hFFFF;
            t1_pb7 <= 0;
            set_t1_ifr <= 0;
            clr_t1_ifr <= 0;
        end else begin
            set_t1_ifr <= 0;
            clr_t1_ifr <= 0;
            if (chip_sel && !rw && rs == 4'h5) begin
                clr_t1_ifr <= 1;
                t1_c <= {data_in, t1_l[7:0]};
                t1_pb7 <= 0;  
            end
            else if (chip_sel && rw && rs == 4'h4) begin
                clr_t1_ifr <= 1;
            end
            else if (t1_c == 0) begin
                set_t1_ifr <= 1;  
                t1_c <= acr[6] ? t1_l : 16'hFFFF;  
                t1_pb7 <= ~t1_pb7;  
            end else begin
                t1_c <= t1_c - 1;
            end
        end
    end
    wire t2_pulse_count = (acr[5] == 1'b1);   
    reg pb6_r;
    wire pb6_edge = ~pb6_r & port_b[6];   
    always @(posedge phi2 or negedge rst_n) begin
        if (!rst_n) begin
            t2_c <= 16'hFFFF;
            t2_l <= 8'hFF;
            set_t2_ifr <= 0;
            clr_t2_ifr <= 0;
            pb6_r <= 0;
        end else begin
            pb6_r <= port_b[6];
            set_t2_ifr <= 0;
            clr_t2_ifr <= 0;
            if (chip_sel && !rw && rs == 4'h9) begin
                clr_t2_ifr <= 1;
                t2_c <= {data_in, t2_l};
            end
            else if (chip_sel && !rw && rs == 4'h8) begin
                t2_l <= data_in;
            end
            else if (chip_sel && rw && rs == 4'h8) begin
                clr_t2_ifr <= 1;
            end
            else begin
                if (t2_pulse_count) begin
                    if (pb6_edge && t2_c != 0) begin
                        if (t2_c == 1) begin
                            set_t2_ifr <= 1;
                        end
                        t2_c <= t2_c - 1;
                    end
                end else begin
                    if (t2_c != 0) begin
                        if (t2_c == 1) begin
                            set_t2_ifr <= 1;
                        end
                        t2_c <= t2_c - 1;
                    end
                end
            end
        end
    end
    always @(posedge phi2 or negedge rst_n) begin
        if (!rst_n) begin
            ca1_r <= 0;
            ca2_r <= 0;
            cb1_r <= 0;
            cb2_r <= 0;
            set_ca1_ifr <= 0;
            set_ca2_ifr <= 0;
            set_cb1_ifr <= 0;
            set_cb2_ifr <= 0;
            clr_ca_ifr <= 0;
            clr_cb_ifr <= 0;
        end else begin
            ca1_r <= ca1;
            ca2_r <= ca2_in;
            cb1_r <= cb1_in;
            cb2_r <= cb2_in;
            set_ca1_ifr <= 0;
            set_ca2_ifr <= 0;
            set_cb1_ifr <= 0;
            set_cb2_ifr <= 0;
            clr_ca_ifr <= 0;
            clr_cb_ifr <= 0;
            if (pcr[0] ? (ca1 & ~ca1_r) : (~ca1 & ca1_r)) begin
                set_ca1_ifr <= 1;
            end
            if (~pcr[3]) begin
                if (pcr[1] ? (ca2_in & ~ca2_r) : (~ca2_in & ca2_r)) begin
                    set_ca2_ifr <= 1;
                end
            end
            if (chip_sel && (rs == 4'h1 || rs == 4'hF)) begin
                clr_ca_ifr <= 1;
            end
            if (pcr[4] ? (cb1_in & ~cb1_r) : (~cb1_in & cb1_r)) begin
                set_cb1_ifr <= 1;
            end
            if (~pcr[7]) begin
                if (pcr[5] ? (cb2_in & ~cb2_r) : (~cb2_in & cb2_r)) begin
                    set_cb2_ifr <= 1;
                end
            end
            if (chip_sel && rs == 4'h0) begin
                clr_cb_ifr <= 1;
            end
        end
    end
    always @(posedge phi2 or negedge rst_n) begin
        if (!rst_n) begin
            ifr <= 8'h00;
        end else begin
            if (chip_sel && !rw && rs == 4'hD) begin
                ifr[6:0] <= ifr[6:0] & ~data_in[6:0];
            end else begin
                if (clr_t1_ifr)
                    ifr[6] <= 0;
                else if (set_t1_ifr)
                    ifr[6] <= 1;
                if (clr_t2_ifr)
                    ifr[5] <= 0;
                else if (set_t2_ifr)
                    ifr[5] <= 1;
                if (clr_cb_ifr)
                    ifr[4] <= 0;
                else if (set_cb1_ifr)
                    ifr[4] <= 1;
                if (clr_cb_ifr)
                    ifr[3] <= 0;
                else if (set_cb2_ifr)
                    ifr[3] <= 1;
                ifr[2] <= 0;
                if (clr_ca_ifr)
                    ifr[1] <= 0;
                else if (set_ca1_ifr)
                    ifr[1] <= 1;
                if (clr_ca_ifr)
                    ifr[0] <= 0;
                else if (set_ca2_ifr)
                    ifr[0] <= 1;
            end
        end
    end
    always @(posedge phi2 or negedge rst_n) begin
        if (!rst_n) begin
            {ora, orb, ddra, ddrb, acr, pcr, ier, sr} <= 0;
            t1_l <= 16'hFFFF;
        end else if (chip_sel && !rw) begin
            case (rs)
                4'h0: orb  <= data_in;
                4'h1, 4'hF: ora  <= data_in;   
                4'h2: ddrb <= data_in;
                4'h3: ddra <= data_in;
                4'h4: t1_l[7:0] <= data_in;
                4'h5: t1_l[15:8] <= data_in;
                4'h6: t1_l[7:0] <= data_in;   
                4'h7: t1_l[15:8] <= data_in;  
                4'h8: t2_l <= data_in;        
                4'h9: ;                        
                4'hA: sr <= data_in;           
                4'hB: acr  <= data_in;
                4'hC: pcr  <= data_in;
                4'hD: ;                        
                4'hE: begin                    
                    if (data_in[7])
                        ier[6:0] <= ier[6:0] | data_in[6:0];
                    else
                        ier[6:0] <= ier[6:0] & ~data_in[6:0];
                end
            endcase
        end
    end
    always @(*) begin
        if (chip_sel && rw) begin
            case (rs)
                4'h0: begin
                    if (acr[7])
                        data_out = {t1_pb7, (port_b[6:0] & ~ddrb[6:0]) | (orb[6:0] & ddrb[6:0])};
                    else
                        data_out = (port_b & ~ddrb) | (orb & ddrb);
                end
                4'h1, 4'hF: data_out = (port_a & ~ddra) | (ora & ddra);
                4'h2: data_out = ddrb;
                4'h3: data_out = ddra;
                4'h4: data_out = t1_c[7:0];
                4'h5: data_out = t1_c[15:8];
                4'h6: data_out = t1_l[7:0];
                4'h7: data_out = t1_l[15:8];
                4'h8: data_out = t2_c[7:0];
                4'h9: data_out = t2_c[15:8];
                4'hA: data_out = sr;
                4'hB: data_out = acr;
                4'hC: data_out = pcr;
                4'hD: data_out = {irq_active, ifr[6:0]};   
                4'hE: data_out = {1'b1, ier[6:0]};
                default: data_out = 8'h00;
            endcase
        end else data_out = 8'h00;
    end
    wire irq_active = |(ifr[6:0] & ier[6:0]);
    assign irq_n = !irq_active;
    always @(posedge phi2 or negedge rst_n) begin
        if (!rst_n) begin
            ca2_out_r <= 1'b1;   
            cb2_out_r <= 1'b1;
            ca2_pulse <= 0;
            cb2_pulse <= 0;
        end else begin            
            if (pcr[3]) begin
                case (pcr[2:1])
                    2'b00: begin   
                        if (chip_sel && (rs == 4'h1 || rs == 4'hF)) begin
                            ca2_out_r <= 1'b0;
                        end
                        else if (pcr[0] ? (ca1 & ~ca1_r) : (~ca1 & ca1_r)) begin
                            ca2_out_r <= 1'b1;
                        end
                    end
                    2'b01: begin   
                        if (chip_sel && (rs == 4'h1 || rs == 4'hF)) begin
                            ca2_out_r <= 1'b0;   
                            ca2_pulse <= 1;       
                        end else if (ca2_pulse) begin
                            ca2_out_r <= 1'b1;   
                            ca2_pulse <= 0;
                        end
                    end
                    2'b10: ca2_out_r <= 1'b0;   
                    2'b11: ca2_out_r <= 1'b1;   
                endcase
            end else begin
                ca2_out_r <= 1'b1;   
            end
            if (pcr[7]) begin
                case (pcr[6:5])
                    2'b00: begin   
                        if (chip_sel && !rw && rs == 4'h0) begin
                            cb2_out_r <= 1'b0;
                        end
                        else if (pcr[4] ? (cb1_in & ~cb1_r) : (~cb1_in & cb1_r)) begin
                            cb2_out_r <= 1'b1;
                        end
                    end
                    2'b01: begin   
                        if (chip_sel && !rw && rs == 4'h0) begin
                            cb2_out_r <= 1'b0;   
                            cb2_pulse <= 1;       
                        end else if (cb2_pulse) begin
                            cb2_out_r <= 1'b1;   
                            cb2_pulse <= 0;
                        end
                    end
                    2'b10: cb2_out_r <= 1'b0;   
                    2'b11: cb2_out_r <= 1'b1;   
                endcase
            end else begin
                cb2_out_r <= 1'b1;   
            end
        end
    end
    assign ca2_out = ca2_out_r;
    assign cb2_out = cb2_out_r;
    assign cb1_out = 1'b0;
endmodule
`default_nettype wire
### ./run.sh
#!/bin/bash
# OpenROAD 26Q1-2900-gdf79404cd8, Yosys 0.63+post, stock flow scripts
make -C /OpenROAD-flow-scripts/flow DESIGN_CONFIG=/design/flow/config.mk WORK_HOME=/design/flow/orfs finish
### ./constraint.sdc
current_design VIA

set clk_period 5.7
set clk_io_pct 0.2

create_clock -name clk0 -period $clk_period [get_ports {phi2}]

set non_clock_inputs [all_inputs -no_clocks]
set_input_delay [expr $clk_period * $clk_io_pct] -clock clk0 $non_clock_inputs
set_output_delay [expr $clk_period * $clk_io_pct] -clock clk0 [all_outputs]
==> results.json <==
{
  "synth_seq_share": 0.476,
  "edf_count": 8,
  "top_cell_area_share": 0.264,
  "lastStage": "1_2_yosys",
  "synth-area-yosys_sq_um": 8340,
  "stop_error": "ERROR: Found 8 problems in 'check -assert'.",
  "top_cell": "mux2_2",
  "status": "did not finish",
  "synthTopCellsByArea": "dfrtp_1 26%, dfstp_2 18%, mux2_2 12%, nand2_1 3.4%, edfxtp_1 2.9%",
  "yosys-top-cells-count": "92 x mux2_2, 88 x dfrtp_1, 76 x nand2_1, 58 x dfstp_2, 54 x nor2_1",
  "yosysWarnings": 21,
  "ys_cells": 802,
  "ys_dominant_reg_cell": "dfrtp_1",
  "synth_flops": 154,
  "largest_area_cell": "dfrtp_1",
  "yosysUniqueCellTypes": 76,
  "async_flop_share": 0.948
}
-- cells by family after synthesis --
logic type,synth area share
buffers and inverters,0.0336
AND-OR/OR-AND,0.161
multiplexers,0.139
other,0.000450
flip-flops,0.476
XOR/XNOR,0.00210
adder cells (fa/ha/maj),0.0165
AND/OR/NAND/NOR,0.172
